[design/flow/constraint.sdc]
current_design calc_per

set clk_period 7.6
set clk_io_pct 0.2

create_clock -name clk0 -period $clk_period [get_ports {clk}]

set non_clock_inputs [all_inputs -no_clocks]
set_input_delay [expr $clk_period * $clk_io_pct] -clock clk0 $non_clock_inputs
set_output_delay [expr $clk_period * $clk_io_pct] -clock clk0 [all_outputs]
[design/flow/config.mk]
export PLATFORM = sky130hd
export DESIGN_NAME = calc_per
export DESIGN_NICKNAME = calc_per
export VERILOG_FILES = /design/flow/design.v
export SDC_FILE = /design/flow/constraint.sdc
export NUM_CORES = 4
export LEC_CHECK = 1
export CORE_UTILIZATION = 50
[design/flow/design.v]
module calc_per(
     input clk,
     input reset,
     input [7:0] numerator,
     input [7:0] denominator,
     input enable,
     output reg done = 0,
     output reg [7:0] percent = 0
);
     reg [7:0] final_per = 0;
     reg [1:0] state = 0;
     reg [14:0] sum = 0;
     parameter start       = 0,
               calculating = 1,
               finish      = 2;
     always @ (posedge clk)
          if(reset || ~enable) begin
               state = 0;
               sum = 0;
               done = 0;
               final_per = 0;
               percent = 0;
          end
          else
          case(state)
               start:
                    if(enable && denominator >= 0) begin
                         sum = numerator * 100 + denominator / 2;
                         state = calculating;
                    end
               calculating:
                    if(sum >= denominator) begin
                         sum = sum - denominator;
                         final_per = final_per + 1;
                         state = calculating;
                    end
                    else state = finish;
               finish:
               begin
                    percent = final_per;
                    done = 1;
               end
          endcase
endmodule
[design/flow/run.sh]
#!/bin/bash
# OpenROAD 26Q1-2900-gdf79404cd8, Yosys 0.63+post, stock flow scripts
make -C /OpenROAD-flow-scripts/flow DESIGN_CONFIG=/design/flow/config.mk WORK_HOME=/design/flow/orfs finish
==> out/qor.csv <==
metric,value,unit
status,"complete, no violations",
wl_per_cell,13.7,um
worst-r2r-setup-slack,4980,ps
fin_crit_sh,0.619,
crit_required,7770,ps
drive_above_1_share,0.0557,
crit_arrival,4870,ps
layout_top_cells,"43 x ha_1, 34 x dfxtp_1, 33 x nand2_1, 33 x nor2_1, 30 x a21oi_1",
grt_max_degree,30,
lay_top_count,ha_1,
drc,0,
edf_count,0,
powerDensity,200,mW/mm^2
fmax,213,MHz
relSlewSlack,0.537,
dr.pass1.iters,4,
startpoint_type,input port,
synth_warnings,1,
syn_avg_cell_area,8.18,sq um
die-width,79.7,um
drt_iter0_markers,109,
finalMaxSlewViolations,0,
yosys-stat-area,0.00302,sq mm
ys_seq_frac,0.226,
tritoncts,yes,
cts_resized,0,
route.met2.wl,2.86,mm
die_area,0.00635,sq mm
tightest_slew,694,ps
cts.sinks,34,
clock_latency,290,ps
top_layer,met4,
numCtsBuffers,5,
gp_congestion,0.829,
ys.flops,34,
wirelength,6.42,mm
finalSetupViolations,0,
final_util,0.614,
worst_slack,2900,ps
finalClockSkew,10.2,ps
ir_drop,115,uV
place_ws,2580,ps
drtAntennaViolNets,0,
async_flop_share,0,
io_pins,28,
cap_viol_max_count,0,
cts_max_path_buffers,2,
route.vias.total,2662,
clkSlewWorstSetupHoldPaths,80,ps
cts-root-buf,clkbuf_8,
hpwl,4.84,mm
power.total,0.697,mW
worstSetupPathType,in2reg,
tool_warnings,27,
cellLeakagePower,1.50,nW
ff_type,dfxtp_1,
initial_core_util,0.532,
vias_per_cell,5.70,
die_y,79.7,um
met1Wirelength,3.39,mm
yosysCellCount,369,
hold_buffers,0,
diodes,0,
synth_area,0.00302,sq mm
cp-end-kind,flip-flop,
hold_path.class,reg2reg,
period_minus_slack,4700,ps
grt_pass1_vias,2449,
htree_levels,2,
postCtsSetupBuffers,0,
finalHoldViolations,0,
grt_use_total,0.221,
rsz0062_at_grt,false,
rows,27,
synthDistinctLibCells,60,
cp_max_fo,4,
design.core.area,0.00568,sq mm
fin_setup_tns,0,ps
syn_inst,369,
wl_met3,122,um
gr-total-overflow,0,
synthToLayoutAreaGrowth,15.5,%
antenna_found_initial,0,
io_buffers,27,
grt_pass1_wl,11.0,mm
timing.hold.ws,454,ps
-- worst max-delay path, cell delays in order --
cell,delay (ps)
clkdlybuf4s50_1,460
ha_1,310
ha_1,310
fa_1,460
ha_1,350
nor2b_1,190
o211a_1,240
or3_1,310
a22o_1,260
nor3_1,240
xnor2_1,150
o22ai_1,90
-- registers in the layout (all words and copies together), names as in the netlist --
| register | flops |
|---|---|
| state | 2 |
| sum | 15 |
| percent | 8 |
| final_per | 8 |
| done | 1 |
-- cells by family after synthesis --
| logic type | Yosys count | share of synthesized area |
|---|---|---|
| and+or+nand+nor | 129 | 0.223 |
| AOI/OAI and AO/OA | 98 | 0.221 |
| muxes | 3 | 0.00995 |
| DFF | 34 | 0.226 |
| xor gates and xnor gates | 21 | 0.0610 |
| adders and majority gates | 48 | 0.212 |
| buffers and inverters | 36 | 0.0477 |
-- final cells by class --
| class | instances | area (sq um) |
|---|---|---|
| clock buffer | 5 | 68.8 |
| clock inverter | 3 | 68.8 |
| fill | 527 | 2190 |
| inverter | 24 | 90.1 |
| multi-input combinational | 299 | 2190 |
| sequential | 34 | 681 |
| tap | 72 | 90.1 |
| timing repair buffer | 30 | 293 |
-- power breakdown --
part	internal (mW)	switching, mW
clock	0.131	0.0710
combinational	0.130	0.169
sequential	0.187	0.00785
-- per-stage QoR --
step	instance area, sq um	instances
final	3480	467
after global routing	3480	467
after CTS	3480	467
after detailed placement	3350	459
after global placement	3350	459
after floorplan	3020	369
-- per-layer routing --
layer,track usage,vias up
li1,-,1387
met1,0.327,1250
met4,0.0200,0
met2,0.366,18
met3,0.0232,7
met5,0,-
-- Yosys cell counts, types with 3 or more instances --
cell | instances | area, sq um
ha_1 | 43 | 538
dfxtp_1 | 34 | 681
nand2_1 | 33 | 124
nor2_1 | 33 | 124
a21oi_1 | 30 | 150
inv_1 | 24 | 90.1
o21ai_0 | 17 | 85.1
nor3_1 | 12 | 60.1
xor2_1 | 11 | 96.3
xnor2_1 | 10 | 87.6
clkbuf_1 | 9 | 33.8
nor2b_1 | 8 | 50.1
a211oi_1 | 7 | 52.6
nand2b_1 | 7 | 43.8
nand4_1 | 7 | 43.8
a21o_1 | 6 | 45.0
fa_1 | 5 | 100
and3_1 | 4 | 25.0
o21a_1 | 4 | 30.0
or3_1 | 4 | 25.0
and2_1 | 3 | 18.8
mux2i_1 | 3 | 30.0
o211a_1 | 3 | 30.0
o22ai_1 | 3 | 18.8
-- worst paths after layout --
path	from	end	cells past startpoint
min reg2reg	percent[1]$_SDFFE_PP0N_	percent[1]$_SDFFE_PP0N_	2
max reg2reg	sum[5]$_SDFFE_PP0P_	sum[14]$_SDFFE_PP0P_	8
min	percent[1]$_SDFFE_PP0N_	percent[1]$_SDFFE_PP0N_	2
max	numerator[2]	sum[13]$_SDFFE_PP0P_	12
Power and IR drop assume default switching activity.
