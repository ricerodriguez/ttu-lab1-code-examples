===== ./config.mk =====
export PLATFORM = sky130hd
export DESIGN_NAME = counter_1sec
export DESIGN_NICKNAME = counter_1sec
export VERILOG_FILES = /design/flow/design.v
export SDC_FILE = /design/flow/constraint.sdc
export NUM_CORES = 4
export LEC_CHECK = 1
export CORE_UTILIZATION = 30

===== ./constraint.sdc =====
current_design counter_1sec

set clk_period 5.8
set clk_io_pct 0.2

create_clock -name clk0 -period $clk_period [get_ports {clk}]

set non_clock_inputs [all_inputs -no_clocks]
set_input_delay [expr $clk_period * $clk_io_pct] -clock clk0 $non_clock_inputs
set_output_delay [expr $clk_period * $clk_io_pct] -clock clk0 [all_outputs]

===== ./design.v =====
module counter_1sec(
     input clk,
     output reg [3:0] seconds = 0
);
     reg [31:0] count = 32'b0;
     localparam max = 100000000;
     always @ (posedge clk)
     begin
          if(count >= max) begin
               count = 0;
               seconds = seconds + 1;
          end
          else
               count = count + 1;
     end
endmodule

===== ./run.sh =====
#!/bin/bash
# OpenROAD 26Q1-2900-gdf79404cd8, Yosys 0.63+post, stock flow scripts
make -C /OpenROAD-flow-scripts/flow DESIGN_CONFIG=/design/flow/config.mk WORK_HOME=/design/flow/orfs finish

==> impl_metrics.env <==
# yosys + openroad results
export IMPL_outcome="complete, no violations"
export IMPL_p_leak_nw=0.558
export IMPL_reg2reg_depth=5
export IMPL_numPlacedInstances=240
export IMPL_synth_ff_latch_count=36
export IMPL_wl_mm=2.60
export IMPL_grt_pass1_wl_mm=4.69
export IMPL_fmax_ghz=0.434
export IMPL_grt_usage_pct=11.0
export IMPL_critical_path_s_slowest_cell="clkdlybuf4s50_1"
export IMPL_rsz0062_at_grt="false"
export IMPL_die_area_um2=5560
export IMPL_io_pin_count=5
export IMPL_setup_worst_path_start_class="flip-flop"
export IMPL_worstHoldPathCells=2
export IMPL_layout_area_comb_um2=791
export IMPL_die_w_um=74.6
export IMPL_tns_ns=0
export IMPL_r2r_start="count[0]"
export IMPL_routed_wl_met3_um=58
export IMPL_filler_cell_count=535
export IMPL_cts_resized=0
export IMPL_ant_nets=0
export IMPL_arrival_ns=1.14
export IMPL_worstHoldEndpoint="count[26]"
export IMPL_layout_area_overhead_vs_synth_pct=13.1
export IMPL_rr_endpoint="count[22]"
export IMPL_setup_viol=0
export IMPL_synth_top_cells_by_count="dfxtp_1, nor2_1, a21oi_1, nand2_1, nand3_1"
export IMPL_final_setup_skew_ns=0.00459
export IMPL_topCellsByArea="dfxtp_1, edfxtp_1, xor2_1, a21oi_1, xnor2_1"
export IMPL_post_cts_repair_setup_buffers=0
export IMPL_critPathCaptureType="primary output"
export IMPL_period_minus_slack_ns=2.30
export IMPL_worst_hold_startpoint="count[26]"
export IMPL_drc_errors=0
export IMPL_post_synthesis_cell_type_with_the_largest_instance_count="dfxtp_1"
export IMPL_synth_top_area_share_pct=40.5
export IMPL_maxCapViolCount=0
export IMPL_cts_clk_slew_worst_paths_ns=0.07
export IMPL_cp_num_buf_inv=1
export IMPL_routed_via_density=4.73
export IMPL_dr_max_layer_used="met4"
export IMPL_rrSetupSlack_ns=3.90
export IMPL_vias=1172
export IMPL_grt_start_max_net_pins=32
export IMPL_p_per_area_nw_per_um2=273
export IMPL_first_global_vias=1068
export IMPL_row_count=26
export IMPL_timing_critical_path_max_delay_family="buffers and inverters"
export IMPL_detailedRoute_firstPassIterationCount=4
export IMPL_clock_root_buffer="clkbuf_8"
export IMPL_stage_log_warnings=27
export IMPL_final_seq_area_um2=761
export IMPL_routed_met2_length_mm=1.13
export IMPL_clock_tree_buffer_depth=2
export IMPL_die_size_y_um=74.6
export IMPL_detailed_place_hpwl_mm=1.81
export IMPL_critical_path_required_ns=4.64
export IMPL_critical_path_max_stage_delay_ns=0.48
export IMPL_finalWeightedCongestion=0.735
export IMPL_peakVddDrop_uv=110
export IMPL_flop_cell="dfxtp_1"
export IMPL_postCtsHoldBufs=0
export IMPL_initial_utilization_pct=31.1
export IMPL_ys_seq_share_pct=48.1
export IMPL_gate_count_post_synth=165
export IMPL_min_delay_path_class="reg2reg"
export IMPL_drt_met1_wl_mm=1.33
export IMPL_grt_ovfl_total=0
export IMPL_wl_per_cell_um=10.5
export IMPL_synthArstFlopShare_pct=0
export IMPL_fin_worst_hold_slack_ns=0.468
export IMPL_coreArea_um2=5070
export IMPL_cts_htree_levels=2
export IMPL_total_clock_buffers_created_by_cts=5
export IMPL_yosysTopAreaCell="dfxtp_1"
export IMPL_final_cells=248
export IMPL_report_final_slew_viol_count=0
export IMPL_synth_stat_cells=165
export IMPL_antenna_found_initial=0
export IMPL_fin_crit_sh_pct=39.7
export IMPL_timing_critical_path_cells="clkdlybuf4s50_1"
export IMPL_final_hold_violation_count=0
export IMPL_crit_fanout=4
export IMPL_synth_area_yosys_um2=1580
export IMPL_yosys_warnings=1
export IMPL_clock_sinks=36
export IMPL_netlist_area_um2=1580
export IMPL_cts_tree="yes"
export IMPL_worstSkewPairLatency_ns=0.28
export IMPL_number_of_synthesized_flops_with_an_enable_pin=4
export IMPL_synth_cell_types=35
export IMPL_timing_worst_setup_path_type="reg2out"
export IMPL_layout_drive_gt1_share_pct=8.99
export IMPL_detailed_router_s_first_iteration_violation_count=31
export IMPL_route_antenna_diode_count=0
export IMPL_placement_io_buffers=4
export IMPL_syn_mean_instance_area_um2=9.58
tightest hold or removal path, cell delays in order (launching register included):
cell and delay (ns):
dfxtp_1 0.32, inv_1 0.05, a21oi_1 0.05
final cells by class:
class	instances	area share [%]
Clock buffer	5	3.85
Clock inverter	3	0.770
Inverter	5	1.05
Multi-Input combinational cell	124	44.2
Sequential cell	36	42.5
Tap cell	70	4.90
Timing Repair Buffer	5	2.66
stage by stage:
step                util [%]  setup WS, ns  total power [mW]  cell area, um2
floorplan                  -          4.03             0.301            1600
global placement        33.6          3.80             0.331            1710
detailed placement      33.6          3.80             0.330            1710
CTS                     35.2          3.48             0.498            1790
global route            35.2          3.43             0.519            1790
finish                  35.2          3.50             0.488            1790
state kept, by name, summed over array words and instances, names as in the netlist:
register  cells
count        32
seconds       4
layer usage:
metal | vias to the layer above | track usage [%]
met4 | 0 | 2.52
met1 | 534 | 16.5
met2 | 8 | 16.6
met5 | - | 0
li1 | 622 | -
met3 | 8 | 2.20
where the power goes:
| part | switching (mW) | internal, mW | total, mW |
|---|---|---|---|
| sequential | 0.0105 | 0.273 | 0.284 |
| clock | 0.0838 | 0.0814 | 0.165 |
| combinational | 0.0103 | 0.0290 | 0.0393 |
| total | 0.105 | 0.384 | 0.488 |
cell usage in the layout, fill, tap and decap left out:
cell type        count
a21oi_1             13
a32oi_2              1
and3_1               1
and3_2               1
and4_1               4
and4_2               1
and4b_1              1
buf_4                1
clkbuf_8             5
clkdlybuf4s50_1      4
clkinv_1             1
clkinv_2             2
conb_1               5
dfxtp_1             32
edfxtp_1             4
ha_1                 3
inv_1                5
nand2_1             11
nand3_1              9
nand4_1              6
nand4_2              2
nand4b_1             1
nor2_1              15
nor2b_1              2
nor3_1               2
nor3b_1              1
nor4_1               2
o211ai_2             1
o21ai_0              5
o31ai_1              6
or2_1                1
or2_2                1
or3_1                6
or4_1                7
or4_4                1
xnor2_1              7
xor2_1               8
worst max-delay path by stage:
| stage | from | to | slack, ns | depth (start not counted) |
|---|---|---|---|---|
| 6_report | seconds[0] | seconds[0] | 3.50 | 1 |
| 5_1_grt | seconds[0] | seconds[0] | 3.43 | 1 |
| 4_1_cts | seconds[2] | seconds[2] | 3.48 | 1 |
logic make-up (layout without fill, tap and decap cells):
kind of cell,count (synthesis),after routing,share of synthesized area [%]
compound gates,26,26,10.4
buf+inv,9,18,2.77
flops,36,36,48.1
fa+ha+maj,3,3,2.38
simple gates,75,75,27.8
xor+xnor,15,15,8.31
other cells,1,5,0.237
Power figures rest on the tool's default switching activity, not on a simulated workload.
