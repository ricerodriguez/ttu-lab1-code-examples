==> flow/design.v <==
module freq_counter(
     input CLK,           
     input enable,        
     input IN,            
     output reg [19:0] freq = 20'b0,     
     output reg done = 0);               
     reg[31:0] count = 32'b0;
     reg [19:0] edge_count = 20'b0;
     reg last = 0;
     localparam max = 'd6250000;
     always @(posedge CLK)
          last <= IN;
     always @ (posedge CLK)
          if(~enable) begin
               freq = 0;
               edge_count = 0;
               count = 0;
               done = 0;
          end
          else begin
               if (count < max)
               begin
                    count <= count + 1;
                    if(~last & IN)
                         edge_count <= edge_count + 1;
               end
               else begin
                    freq = 0;
                    freq = edge_count * 16;
                    edge_count = 0;
                    count = 0;
                    done = 1;
               end
               end
endmodule
`timescale 1ns / 1ps
module bin_bcd(binary, thousands, hundreds, tens, ones);
     input  [11:0] binary;
     output reg [3:0] thousands;
     output reg [3:0] hundreds;
     output reg [3:0] tens;
     output reg [3:0] ones;
     reg [27:0] shift;
     integer i;
     always @(binary)
     begin
          thousands = 4'b0;
          hundreds = 4'b0;
          tens = 4'b0;
          ones = 4'b0;
          shift = 0;
          shift[11:0] = binary;
          for (i = 0; i < 12; i = i + 1)
          begin
               if (shift[15:12] >= 5)
                    shift[15:12] = shift[15:12] + 3;
               if (shift[19:16] >= 5)
                    shift[19:16] = shift[19:16] + 3;
               if (shift[23:20] >= 5)
                    shift[23:20] = shift[23:20] + 3;
               if (shift[27:24] >= 5)
                    shift[27:24] = shift[27:24] + 3;
               shift = shift << 1;
          end
          thousands = shift[27:24];
          hundreds  = shift[23:20];
          tens      = shift[19:16];
          ones      = shift[15:12];
     end
endmodule
module disp_freq_counter(
     input CLK,                     
     input reset,                   
     input IN,                      
     output reg [3:0] digits,       
     output reg [6:0] segments     
    );
     wire [11:0] sig_bin;
     wire [15:0] displayed_number;
     wire [3:0] thousands, hundreds, tens, ones;
     reg [3:0] disp_out;
     reg [20:0] refresh_counter;    
     wire [1:0] digit_refresh;
     reg [1:0] color_sel = 0;
     always @(posedge CLK)
        if(reset)
          refresh_counter <= 0;
        else
          refresh_counter <= refresh_counter + 1;
     assign digit_refresh = refresh_counter[20:19];
     freq_counter sigin(
          .CLK(CLK),
          .IN(IN),
          .freq(sig_bin)
          );
     bin_bcd converter(
          .binary(sig_bin),
          .thousands(thousands),
          .hundreds(hundreds),
          .tens(tens),
          .ones(ones)
          );
     always @(*)
     begin
          case(digit_refresh)
               2'b00: begin
                    digits = 4'b0111;
                    disp_out = thousands;
               end
               2'b01: begin
                    digits = 4'b1011;
                    disp_out = hundreds;
               end
               2'b10: begin
                    digits = 4'b1101;
                    disp_out = tens;
               end
               2'b11: begin
                    digits = 4'b1110;
                    disp_out = ones;
               end
          endcase
     end
     always @(*)
          case(disp_out)
               4'b0000: segments = 7'b1000000;  
               4'b0001: segments = 7'b1111001;  
               4'b0010: segments = 7'b0100100;  
               4'b0011: segments = 7'b0110000;  
               4'b0100: segments = 7'b0011001;  
               4'b0101: segments = 7'b0010010;  
               4'b0110: segments = 7'b0000010;  
               4'b0111: segments = 7'b1111000;  
               4'b1000: segments = 7'b0000000;  
               4'b1001: segments = 7'b0011000;  
               default: segments = 7'b1000000;  
          endcase
endmodule
==> flow/run.sh <==
#!/bin/bash
# OpenROAD 26Q1-2900-gdf79404cd8, Yosys 0.63+post, stock flow scripts
make -C /OpenROAD-flow-scripts/flow DESIGN_CONFIG=/design/flow/config.mk WORK_HOME=/design/flow/orfs finish
==> flow/config.mk <==
export PLATFORM = sky130hd
export DESIGN_NAME = disp_freq_counter
export DESIGN_NICKNAME = disp_freq_counter
export VERILOG_FILES = /design/flow/design.v
export SDC_FILE = /design/flow/constraint.sdc
export NUM_CORES = 4
export LEC_CHECK = 1
export CORE_AREA = 10 10 86 86
export DIE_AREA = 0 0 96 96
==> flow/constraint.sdc <==
current_design disp_freq_counter

set clk_period 2.8
set clk_io_pct 0.2

create_clock -name clk0 -period $clk_period [get_ports {CLK}]

set non_clock_inputs [all_inputs -no_clocks]
set_input_delay [expr $clk_period * $clk_io_pct] -clock clk0 $non_clock_inputs
set_output_delay [expr $clk_period * $clk_io_pct] -clock clk0 [all_outputs]
==> flow_summary.ini <==
; generated from flow reports
[cts]
postCtsHoldBufs = 0
htree_levels = 1
cts.clk_slew.worst_paths_ns = 0.08
post_cts_buffers = 0
cts.sinks = 21
cts_max_path_buffers = 2
worstSkewPairLatency_ns = 0.26
cts_root_buf = clkbuf_8
cts_buffers = 3
cts_resized = 0
tritoncts = built

[timing]
final_hold_viol_count = 0
fmax_mhz = 489
max-slew-margin-rel_pct = 47.7
rsz0062_at_grt = false
tns_ns = 0
worst_slack_ns = 0.757
timing.final.max_slew_violations = 0
period_used_pct = 73.0
finalCriticalPeriod_ns = 2.04
final-setup-viol-count = 0
worst_slew_pin_slew_ns = 0.781
fin_skew_ns = 0.00550

[synthesis]
synthAoiAreaFrac_pct = 6.15
fa_ha_area_share_pct = 1.28
mux_share_pct = 0
synth_seq_share_pct = 43.1
syn_area_um2 = 976
syn_avg_cell_area_um2 = 8.41
ys_area_um2 = 976
synth.distinct_cells = 26
ys_cells = 116
ys.flop_type = dfxtp_1
yosys_warnings = 5
synthCells = 116
synth-xor-area-share_pct = 11.7
ys_sh_simple_pct = 28.8
edf_count = 0
logic_family = simple AND/OR/NAND/NOR gates
synth_flops = 21
synth_async_sr_flop_share_pct = 0

[critical_path]
r2r_setup_slack_ns = 0.76
required_ns = 2.98
critPathKind = reg -> reg
cp.arrival_ns = 2.22
crit_start = refresh_counter[4]
r2r_end = refresh_counter[19]
crit_path_top_delay_cell = or4_1
path_cells = nand4_1 > or4_1 > or3_1 > a21oi_1
cp-end-kind = flop
path_max_fanout = 11
reg2regPathDepth = 4
start_kind = flop
timing.critical_path.to = refresh_counter[19]
critical_path.max_stage_delay_ns = 0.71
r2r-start = refresh_counter[4]

[flow_run]
drv_cap = 0
warning_count = 26

[grt]
track_usage_pct = 3.78
first_global_vias = 684
antenna_found_initial = 0
grt_max_degree = 22
grt-ovfl-total = 0
grt_pass1_wl_mm = 2.95

[floorplanning]
dieHeight_um = 96
core_area_mm2 = 0.00554
pin_count = 14
rows = 27
die_w_um = 96
fp-utilization_pct = 17.6
die-area_mm2 = 0.00922

[final_layout]
flop_area_um2 = 420
final-comb-area_um2 = 494
final_common_cell = dfxtp_1
largest_register_ffs = 21
n_fill_cell = 620
drive_gt1_share_pct = 5.00
layout_top_cells = dfxtp_1 (21), nor2_1 (14), xnor2_1 (9)
area_growth_syn_to_layout_pct = 14.4
instances_no_fill = 192
regMostFlops = refresh_counter
top_regs = refresh_counter x21
fin_util_pct = 20.1

[pwr]
leakagePower_nw = 0.342
vdd_drop_max_v = 0.000145
powerDensity_mw_per_mm2 = 458

[placement]
gp_congestion = 0.760
dp_hpwl_mm = 1.16
port_buffers = 5
place_ws_ns = 0.776
dp_cells = 188

[routing]
wire_per_inst_um = 8.32
drtAntennaViolNets = 0
drt_wl_total_mm = 1.60
firstDrtPassIters = 6
antenna_cells = 0
drtIter0Drc = 35
drc = 0
vias = 726
vias_per_cell = 3.78

[hold_path]
whs_path_depth = 1
hp-class = reg -> reg

[run_status]
status = finished, final reports clean
## cell type report
cell class | count | share of cell area, %
Sequential cell | 21 | 37.7
Clock inverter | 1 | 0.448
Multi-Input combinational cell | 86 | 44.3
Timing Repair Buffer | 5 | 4.48
Inverter | 4 | 1.35
Tap cell | 72 | 8.07
Clock buffer | 3 | 3.70
## metrics by stage
stage                     hold WS [ns]  cell area [µm²]  power, mW
after global routing             0.553             1120      0.540
final                            0.480             1120      0.511
after global placement           0.458             1070      0.326
after detailed placement         0.467             1070      0.325
after floorplan                  0.438              995      0.328
after CTS                        0.485             1120      0.523
## synth_stat cells, drive strengths merged (3+ instances only)
| master | n | area (µm²) |
|---|---|---|
| dfxtp | 21 | 420 |
| nor2 | 14 | 52.6 |
| xnor2 | 9 | 78.8 |
| buf | 8 | 57.6 |
| nand3 | 7 | 35.0 |
| a21oi | 6 | 30.0 |
| nand2 | 6 | 22.5 |
| o21ai | 6 | 30.0 |
| inv | 4 | 15.0 |
| nand4 | 4 | 25.0 |
| nor3 | 4 | 20.0 |
| or3 | 4 | 25.0 |
| xor2 | 4 | 35.0 |
| nor4 | 3 | 18.8 |
## critical path, delay by kind of cell, from the launching register on
kind             cells  cell delay [ns]
AND/OR/NAND/NOR      3             1.41
flip-flops           1             0.41
AND-OR/OR-AND        1             0.14
## report_power, final
group          switching (mW)  total [mW]  internal (mW)
sequential            0.00406       0.306          0.302
clock                  0.0945       0.193         0.0989
combinational         0.00717      0.0118        0.00463
total                   0.106       0.511          0.406
## layer usage
layer / global-route usage, % / vias to the layer above / routed length, µm
li1: - / 390 / -
met1: 5.18 / 311 / 832
met2: 5.72 / 23 / 588
met3: 1.26 / 2 / 136
met4: 0.737 / 0 / 40
met5: 0 / - / 0
## kinds of logic after synthesis
group / count (synthesis)
and+or+nand+nor: 53
DFF: 21
buffers and inverters: 14
xor gates and xnor gates: 13
AOI/OAI and AO/OA: 12
other: 2
adders and majority gates: 1
## how the worst min path moves through the flow
stage	slack, ns	start	to
CTS	0.48	refresh_counter[0]	refresh_counter[0]
global route	0.55	refresh_counter[11]	refresh_counter[11]
finish	0.48	refresh_counter[0]	refresh_counter[0]
Power is estimated from default activity; no workload was simulated.
